## ./config.mk

```make
export PLATFORM = sky130hd
export DESIGN_NAME = time_passed
export DESIGN_NICKNAME = time_passed
export VERILOG_FILES = /design/flow/design.v
export SDC_FILE = /design/flow/constraint.sdc
export NUM_CORES = 4
export LEC_CHECK = 1
export CORE_AREA = 10 10 70 70
export DIE_AREA = 0 0 80 80
```

## ./constraint.sdc

```tcl
current_design time_passed

set clk_period 1.2
set clk_io_pct 0.2

create_clock -name clk0 -period $clk_period [get_ports {clk}]

set non_clock_inputs [all_inputs -no_clocks]
set_input_delay [expr $clk_period * $clk_io_pct] -clock clk0 $non_clock_inputs
set_output_delay [expr $clk_period * $clk_io_pct] -clock clk0 [all_outputs]
```

## ./design.v

```verilog
module time_passed #(parameter MAX = 60)(
    input clk,
    input rst,
    input enable,
    output wire [3:0] display_time_digit,
    output wire tick
);
reg [3:0] count_ff, count_nxt;
reg tick_ff, tick_nxt;
assign tick = tick_ff;
assign display_time_digit = count_ff;
always @ * begin
    count_nxt = count_ff;
    tick_nxt = tick_ff;
    if(enable) begin
        if(count_ff == MAX - 1) begin
            count_nxt = 'b0;
            tick_nxt = 1'b0;
        end else if(count_ff == MAX - 2) begin
            count_nxt = count_ff + 1'b1;
            tick_nxt = 1'b1;
        end else begin
            count_nxt = count_ff + 1'b1;
            tick_nxt = 1'b0;
        end
    end
end
always @ (posedge clk or negedge rst) begin
	if(~rst) begin
		count_ff <= 'b0;
		tick_ff <= 1'b0;
	end else begin
		count_ff <= count_nxt;
		tick_ff <= tick_nxt;
	end
end
endmodule
```

## ./run.sh

```bash
#!/bin/bash
# OpenROAD 26Q1-2900-gdf79404cd8, Yosys 0.63+post, stock flow scripts
make -C /OpenROAD-flow-scripts/flow DESIGN_CONFIG=/design/flow/config.mk WORK_HOME=/design/flow/orfs finish
```

==> results.tsv <==
metric	value	unit
outcome	complete, no violations	
min_period	1150	ps
syn2layout_area_growth	103	%
crit_end	count_ff[1]$_DFFE_PN0P_	
ys_sh_simple	0.0584	
path_class	reg2reg	
worstPathCellList	buf_6, ha_1, mux2_2	
vias	148	
xor_area_frac	0.153	
coreArea	3420	um^2
synthCells	13	
drt_iter0_markers	0	
drv_cap	0	
ys_cells	13	
wl_per_cell	6.99	um
synth.avg_cell_area	13.2	um^2
gp_congestion	0.612	
firstDrtPassIters	1	
wl	510	um
cts_root_buffer	clkbuf_4	
logic_family	XOR/XNOR gates	
r2r_end	count_ff[1]$_DFFE_PN0P_	
die_area	6400	um^2
slowest_stage	dfrtp_1	
cp.required	1320	ps
ys_seq_elements	4	
ant_nets	0	
hold_path.class	in2async	
n_antenna_cell	0	
vias_per_cell	2.03	
synth_cell_types	9	
startpoint	count_ff[0]$_DFFE_PN0P_	
tool_warnings	25	
synth_area	171	um^2
die_height	80	um
finalClockPeriodUsage	0.961	
cellPowerDensity	2280	nW/um^2
synth_seq_share	0.584	
grt_antenna_before_repair	0	
clk_latency	240	ps
fp_util	0.0502	
gr-total-overflow	0	
grtUsageTotal	0.0169	
crit_arrival	1270	ps
path_buffers	1	
cts_tree	yes	
rows	21	
endpoint_kind	register	
worst-path-stages	3	
power.leakage	0.146	nW
port_buffers	6	
cts_buffers	3	
clk_pin_slew	40	ps
r2r-start	count_ff[0]$_DFFE_PN0P_	
grt_pass1_wl	772	um
drc	0	
cpLargestDelayFamily	flip-flops	
clockBufferDepth	2	
grt_max_degree	5	
yosys_warnings	1	
layout-drive-gt1-share	0.370	
yosys_area	171	um^2
grt_pass1_vias	165	
finalClockSkew	2.79	ps
mux_area_frac	0.0657	
max_stage_delay	380	ps
hold_viol	0	
irDropWorstVdd	1.09	mV
setup_violations	0	
top_register	count_ff	
top_area_cell	dfrtp_1	
fin_util	0.102	
die_w	80	um
reg2reg_depth	3	
ios	8	
synth.area.top_cells	dfrtp_1 58%, xnor2_1 10%, ha_1 7.3%, mux2_2 6.6%, xor2_1 5.1%	
ys_sh_adder	0.0730	
crit_path_max_fanout	3	
cts.sinks	4	
ys_sh_aoi	0	
top_area_frac	0.584	
h-tree-depth	1	
max_freq	867	MHz
drv_slew	0	
largestRegisters	count_ff (4)	
largest_reg_flops	4	
rsz0062_at_grt	false	
r2r_slack	50	ps
start_kind	register	
whs	203	ps
[Yosys cell counts (all sizes together)]
cell type	number
conb	1
mux2	1
xnor2	2
buf	1
xor2	1
dfrtp	4
nand4	1
nand2	1
ha	1
[metrics by stage]
step	worst slack (ps)	instance area [um^2]	setup TNS (ps)	cells	total power, mW
2_1_floorplan	167	171	0	13	0.351
3_3_place_gp	-22.2	297	-22.2	66	0.550
3_5_place_dp	-55.1	297	-55.1	66	0.565
4_1_cts	35.3	344	0	73	0.793
5_1_grt	4.78	348	0	73	0.878
6_report	46.8	348	0	73	0.794
[what timing repair did]
| action | CTS | global route |
|---|---|---|
| hold buffers | 0 | 0 |
| pin swaps | 0 | 0 |
| resized | 4 | 1 |
| setup endpoints to repair | 4 | 1 |
| hold endpoints to repair | 0 | 0 |
| buffers inserted | 4 | 0 |
[cells by family after synthesis]
kind of cell	Yosys count
and+or+nand+nor	2
buffers and inverters	1
muxes	1
DFF	4
other	1
xor gates and xnor gates	3
adders and majority gates	1
[cells in the final DEF, fill, tap and decap left out, drive strengths merged]
cell type,count
buf,6
clkbuf,3
clkdlybuf4s50,2
conb,1
dfrtp,4
dlygate4sd2,4
ha,1
mux2,1
nand2,1
nand4,1
xnor2,2
xor2,1
[metal layers]
layer,share of wire,vias up,track usage
met5,0,-,0
met4,0.016,0,0.00528
met3,0.12,2,0.0159
met2,0.29,10,0.0177
met1,0.58,68,0.0227
li1,-,68,-
[where the power goes]
group | switching (mW) | internal [mW] | total, mW
logic | 0.123 | 0.255 | 0.378
registers | 0.0405 | 0.208 | 0.249
clock network | 0.0553 | 0.112 | 0.167
total | 0.219 | 0.575 | 0.794
[final cells by class]
class,instances,area (um^2)
timing repair buffer,12,104
multi-input combinational,8,63.8
sequential,4,100
clock buffer,3,22.5
tap,46,57.6
fill,405,3070
[worst min path at each step]
stage / startpoint / end / slack (ps) / cells past startpoint
after CTS: rst / count_ff[3]$_DFFE_PN0P_ / 200 / 1
final: rst / count_ff[3]$_DFFE_PN0P_ / 200 / 1
after global routing: rst / count_ff[2]$_DFFE_PN0P_ / 190 / 1
No activity file was given, so power comes from the tool's default toggle rates.
