**design.v**
```verilog
module BCD_decoder#(parameter DOT = 1)(
    input [3:0] BCD,
    output reg [7:0] BCD_OUT
);
always @(*) begin
    BCD_OUT[7] = DOT;
    case(BCD)
        4'b0000 : BCD_OUT[6:0] <= 7'b1000000;   
        4'b0001 : BCD_OUT[6:0] <= 7'b1111001;   
        4'b0010 : BCD_OUT[6:0] <= 7'b0100100;   
        4'b0011 : BCD_OUT[6:0] <= 7'b0110000;   
        4'b0100 : BCD_OUT[6:0] <= 7'b0011001;   
        4'b0101 : BCD_OUT[6:0] <= 7'b0010010;   
        4'b0110 : BCD_OUT[6:0] <= 7'b0000010;   
        4'b0111 : BCD_OUT[6:0] <= 7'b1111000;   
        4'b1000 : BCD_OUT[6:0] <= 7'b0000000;   
        4'b1001 : BCD_OUT[6:0] <= 7'b0010000;
    default: BCD_OUT <= 7'b1111111;
    endcase
end
endmodule 
```
**run.sh**
```bash
#!/bin/bash
# OpenROAD 26Q1-2900-gdf79404cd8, Yosys 0.63+post, stock flow scripts
make -C /OpenROAD-flow-scripts/flow DESIGN_CONFIG=/design/flow/config.mk WORK_HOME=/design/flow/orfs finish
```
**config.mk**
```make
export PLATFORM = sky130hd
export DESIGN_NAME = BCD_decoder
export DESIGN_NICKNAME = BCD_decoder
export VERILOG_FILES = /design/flow/design.v
export SDC_FILE = /design/flow/constraint.sdc
export NUM_CORES = 4
export LEC_CHECK = 1
export CORE_AREA = 10 10 70 70
export DIE_AREA = 0 0 80 80
```
**constraint.sdc**
```tcl
current_design BCD_decoder

set clk_period 1.6
set clk_io_pct 0.2

create_clock -name clk0 -period $clk_period

set non_clock_inputs [all_inputs -no_clocks]
set_input_delay [expr $clk_period * $clk_io_pct] -clock clk0 $non_clock_inputs
set_output_delay [expr $clk_period * $clk_io_pct] -clock clk0 [all_outputs]
```
==> flow_summary.json <==
{
  "final_cells": 82,
  "design_area_um2": 346.6,
  "critPathLaunchType": "input port",
  "antenna_found_initial": 0,
  "cp_max_fo": 5,
  "switching_share": 0.3894,
  "p_per_area_mw_per_mm2": 231.0,
  "firstDrtPassIters": 2,
  "tns_ps": 0,
  "yosys_warnings": 1,
  "yosys_cells": 24,
  "gp_congestion": 0.6722,
  "timing.final.crit_share": 0.9832,
  "power.switching_w": 0.00003118,
  "clockPowerShare": 0,
  "period_needed_ps": 1573,
  "rsz0062_at_grt": "no",
  "nClkBuffers": 0,
  "grt_pass1_wl_um": 993,
  "die_h_um": 80,
  "p_seq_frac": 0,
  "status": "complete, no violations",
  "critical_path_arrival_ps": 1250,
  "hp-class": "input port to output port",
  "largest_area_cell": "or4b_4",
  "final_util": 0.1015,
  "drt_wl_total_um": 624,
  "grt_start_max_net_pins": 11,
  "hold_violations": 0,
  "initCoreUtil": 0.04762,
  "synth_seq_share": 0,
  "grt_pass1_vias": 204,
  "finalSetupViolCount": 0,
  "fillers": 399,
  "peakVddDrop_v": 0.00002498,
  "overflow": 0,
  "wl_per_cell_um": 7.610,
  "fmax_mhz": 635.7,
  "ys_area_um2": 162.7,
  "p_leak_nw": 0.1335,
  "warning_count": 32,
  "slew_viol_final": 0,
  "num_vias": 218,
  "hold_start": "BCD[1]",
  "port_buffers": 12,
  "synth.top_cell.area_share": 0.08462,
  "worst-slew-pin-transition_ps": 155.6,
  "crit_type": "input port to output port",
  "comb_area_um2": 153.9,
  "n_antenna_cell": 0,
  "ys_types": 19,
  "core-area_mm2": 0.003416,
  "groute.usage.overall": 0.01801,
  "vias_per_cell": 2.659,
  "cts_hold_buffers": 0,
  "io-pin-count": 12,
  "drive_above_1_share": 0.3889,
  "first_iter_violations": 2,
  "flops": 0,
  "dp_cells": 82,
  "maxCapViolations": 0,
  "lay_top_cells": "3 x buf_2, 3 x clkdlybuf4s50_1",
  "syn-instance-count": 24,
  "die-area_mm2": 0.006400,
  "crit_start": "BCD[1]",
  "internal_power_w": 0.00004889,
  "ant_nets": 0,
  "syn_area_um2": 162.7,
  "rows": 21,
  "drc": 0,
  "cp-end-kind": "output port",
  "synthToLayoutAreaGrowth_pct": 113.1,
  "synth.area.top_cells": "or4b_4 8.5%, buf_6 6.9%, buf_2 6.2%",
  "seqCellArea_um2": 0,
  "die-width_um": 80,
  "cts_setup_buffers": 0,
  "pwr-share-comb": 1.000,
  "required_ps": 1280,
  "power_w": 0.00008007,
  "syn-mean-instance-area_um2": 6.777,
  "dpl_cell_area_um2": 341.6,
  "post-dp-hpwl_um": 492.6,
  "max_slew_margin": 0.8958
}
-- worst max-delay path, cell delays in order --
cell and delay [ps]:
buf_4 140, or4b_4 520, nand4_1 100, clkdlybuf4s15_1 170
-- repair_timing --
item / in CTS / in global routing
pin swaps: 3 / 1
setup endpoints to repair: 8 / 3
cloned: 0 / 0
resized: 32 / 4
-- metal layers --
| layer | up-vias | global-route usage | wire, um |
|---|---|---|---|
| li1 | 116 | - | - |
| met1 | 93 | 0.02307 | 264 |
| met2 | 9 | 0.02648 | 234 |
| met3 | 0 | 0.01136 | 125 |
| met4 | 0 | 0 | 0 |
| met5 | - | 0 | 0 |
-- cells by family after synthesis --
family | synth area share
compound gates | 0.4154
buf+inv | 0.1769
mux | 0.06154
simple gates | 0.3462
-- worst paths after layout --
check	endpoint	slack [ps]	cells after the start
setup / recovery	BCD_OUT[3]	30	4
hold / removal	BCD_OUT[0]	1040	4
-- synthesized netlist by cell type --
library cell,count
mux2i_1,1
o211ai_1,1
o221ai_1,1
a21boi_0,1
inv_1,2
or3_1,1
o22a_1,1
nand3_1,2
nor2_1,1
o21ai_0,2
buf_6,1
or3b_2,1
o2bb2a_1,1
o21ba_2,1
a21oi_1,1
buf_2,2
or4b_4,1
nand4_1,1
nand2_1,2
-- through the flow --
stage,hold slack [ps],setup WS (ps)
global route,1079,0.7350
floorplan,691.1,238.6
CTS,1053,12.47
global placement,1725,-687.0
detailed placement,1723,-710.5
finish,1040,26.95
-- area by class of cell --
type,instances,share of cell area
Inverter,2,0.02166
Tap cell,46,0.1661
Multi-Input combinational cell,19,0.4440
Timing Repair Buffer,15,0.3682
-- power groups by stage --
stage / sequential, W / combinational, W / clock (W)
4_1_cts: 0 / 0.0000775 / 0
5_1_grt: 0 / 0.0000901 / 0
6_report: 0 / 0.0000801 / 0
Power figures rest on the tool's default switching activity, not on a simulated workload.
